<file path="./config.mk">
export PLATFORM = sky130hd
export DESIGN_NAME = htop
export DESIGN_NICKNAME = htop
export VERILOG_FILES = /design/flow/design.v
export SDC_FILE = /design/flow/constraint.sdc
export NUM_CORES = 4
export LEC_CHECK = 1
export CORE_UTILIZATION = 40
</file>
<file path="./constraint.sdc">
current_design htop

set clk_period 9.3
set clk_io_pct 0.2

create_clock -name clk0 -period $clk_period [get_ports {clk_scl}]

set non_clock_inputs [all_inputs -no_clocks]
set_input_delay [expr $clk_period * $clk_io_pct] -clock clk0 $non_clock_inputs
set_output_delay [expr $clk_period * $clk_io_pct] -clock clk0 [all_outputs]
</file>
<file path="./design.v">
module htop (
    rst_n_scl,clk_scl,
    scl_i_vsync,scl_i_hsync,
    scl_i_data_r,scl_i_data_g,scl_i_data_b,
    scl_cfg_mode,scl_cfg_rsz,scl_cfg_flt,scl_i_data_en,
    scl_o_vsync,scl_o_hsync,
    scl_o_data_en,
    scl_o_data_r,scl_o_data_g,scl_o_data_b);
input rst_n_scl,clk_scl;
input scl_i_vsync,scl_i_hsync;
input [7:0] scl_i_data_r,scl_i_data_g,scl_i_data_b;
input scl_i_data_en,scl_cfg_mode,scl_cfg_rsz;
input [1:0] scl_cfg_flt;
output scl_o_vsync,scl_o_hsync;
output scl_o_data_en;
output [7:0] scl_o_data_r,scl_o_data_g,scl_o_data_b;
reg scl_o_vsync,scl_o_hsync;
reg scl_o_data_en;
wire [7:0] scl_o_data_r,scl_o_data_g,scl_o_data_b;
reg [1:0] counter;
pixel_process hscaler_r(
    .rst_n_scl(rst_n_scl),
    .clk_scl(clk_scl),
    .scl_i_data_r(scl_i_data_r),
    .scl_i_data_en(scl_i_data_en),
    .scl_cfg_mode(scl_cfg_mode),
    .scl_cfg_flt(scl_cfg_flt),
    .o_dff5(o_dff5),
    .scl_o_data_r(scl_o_data_r));
pixel_process hscaler_g(
    .rst_n_scl(rst_n_scl),
    .clk_scl(clk_scl),
    .scl_i_data_r(scl_i_data_g),
    .scl_i_data_en(scl_i_data_en),
    .scl_cfg_mode(scl_cfg_mode),
    .scl_cfg_flt(scl_cfg_flt),
    .o_dff5(o_dff5),
    .scl_o_data_r(scl_o_data_g));
pixel_process hscaler_b(
    .rst_n_scl(rst_n_scl),
    .clk_scl(clk_scl),
    .scl_i_data_en(scl_i_data_en),
    .scl_i_data_r(scl_i_data_b),
    .scl_cfg_mode(scl_cfg_mode),
    .scl_cfg_flt(scl_cfg_flt),
    .o_dff5(o_dff5),
    .scl_o_data_r(scl_o_data_b));
always @(posedge clk_scl or negedge rst_n_scl) begin
    if(!rst_n_scl) begin
        counter <= 0;
    end
    else if(o_dff5) begin
        counter <= counter+1;
    end
    else begin
        counter <= 0;
    end
end
always @(posedge clk_scl or negedge rst_n_scl) begin
    if(!rst_n_scl) begin
        scl_o_data_en <= 0;
    end
    else if(!scl_cfg_mode) begin
        scl_o_data_en <= o_dff5; 
    end
    else if(scl_cfg_rsz==0 && (counter==0 || counter==2)) begin
        scl_o_data_en <= o_dff5; 
    end
    else if(scl_cfg_rsz==1 && counter==0) begin
        scl_o_data_en <= o_dff5; 
    end
    else begin
        scl_o_data_en <= 0;
    end
end
endmodule
module pixel_process (
    rst_n_scl,clk_scl,
    scl_cfg_flt,scl_cfg_mode,
    scl_i_data_r,scl_i_data_en,
    o_dff5,scl_o_data_r);
input rst_n_scl,clk_scl;
input [7:0] scl_i_data_r;
input scl_cfg_mode;
input [1:0] scl_cfg_flt;
input scl_i_data_en;
output [7:0] scl_o_data_r;
output o_dff5;
reg [7:0] scl_o_data_r;
reg o_dff0,o_dff1,o_dff2,o_dff3,o_dff4,o_dff5; 
reg signed [10:0] coef_0,coef_1,coef_2,coef_3; 
reg [7:0] in_data_r0,in_data_r1,in_data_r2,in_data_r3,in_data_r4,in_data_r5; 
wire signed [8:0] re_r0,re_r1,re_r2,re_r3; 
reg signed [20:0] dff_r0,dff_r1,dff_r2,dff_r3; 
reg signed [21:0] dff1_r0,dff1_r1;
reg signed [22:0] dff2_r;
always @(posedge clk_scl or negedge rst_n_scl) begin
    if(!rst_n_scl) begin
        coef_0 <= 0;
        coef_1 <= 0;
        coef_2 <= 0;
        coef_3 <= 0;
    end
    else begin
        case(scl_cfg_flt)
            2'd0: begin
                coef_0 <= -3;
                coef_1 <= 498;
                coef_2 <= 18;
                coef_3 <= -1;
            end
            2'd1: begin
                coef_0 <= -38;
                coef_1 <= 376;
                coef_2 <= 202;
                coef_3 <= -28;
            end
            2'd2: begin
                coef_0 <= -28;
                coef_1 <= 202;
                coef_2 <= 376;
                coef_3 <= -38;
            end
            2'd3: begin
                coef_0 <= -1;
                coef_1 <= 18;
                coef_2 <= 498;
                coef_3 <= -3;
            end
            default: begin
                coef_0 <= 0;
                coef_1 <= 512;
                coef_2 <= 0;
                coef_3 <= 0;
            end
        endcase
    end
end
assign re_r0 = {1'b0,in_data_r0};
assign re_r1 = {1'b0,in_data_r1};
assign re_r2 = {1'b0,in_data_r2};
assign re_r3 = {1'b0,in_data_r3};
always @(posedge clk_scl or negedge rst_n_scl) begin
    if(!rst_n_scl) begin
        in_data_r0  <= 8'b0;
        in_data_r1  <= 8'b0;
        in_data_r2  <= 8'b0;
        in_data_r3  <= 8'b0;
        in_data_r4  <= 8'b0;
        in_data_r5  <= 8'b0;
    end
    else begin
        in_data_r0  <= scl_i_data_r;
        in_data_r1  <= in_data_r0;
        in_data_r2  <= in_data_r1;
        in_data_r3  <= in_data_r2;
        in_data_r4  <= in_data_r3;
        in_data_r5  <= in_data_r4;
    end
end
always @(posedge clk_scl or negedge rst_n_scl) begin
    if(!rst_n_scl) begin
        dff_r0  <= 0;
        dff_r1  <= 0;
        dff_r2  <= 0;
        dff_r3  <= 0;   
    end
    else if(o_dff2==1 && o_dff3==0) begin 
        dff_r0  <= re_r0*coef_3;
        dff_r1  <= re_r1*coef_2;
        dff_r2  <= re_r2*coef_1;
        dff_r3  <= re_r2*coef_0;    
    end
    else if(o_dff0==0 && o_dff1==1) begin 
        dff_r0  <= re_r1*coef_3;
        dff_r1  <= re_r1*coef_2;
        dff_r2  <= re_r2*coef_1;
        dff_r3  <= re_r3*coef_0;  
    end
    else if(o_dff1==0 && o_dff2==1) begin 
        dff_r0  <= re_r2*coef_3;
        dff_r1  <= re_r2*coef_2;
        dff_r2  <= re_r2*coef_1;
        dff_r3  <= re_r3*coef_0;  
    end
    else begin
        dff_r0  <= re_r0*coef_3;
        dff_r1  <= re_r1*coef_2;
        dff_r2  <= re_r2*coef_1;
        dff_r3  <= re_r3*coef_0;                
    end
end
always @(posedge clk_scl or negedge rst_n_scl) begin
    if(!rst_n_scl) begin
        dff1_r0  <= 0;
        dff1_r1  <= 0;   
    end
    else begin
        dff1_r0  <= dff_r0+dff_r1;
        dff1_r1  <= dff_r2+dff_r3;        
    end
end
always @(posedge clk_scl or negedge rst_n_scl) begin
    if(!rst_n_scl) begin
        dff2_r <= 0;    
    end
    else begin
        dff2_r <= dff1_r0+dff1_r1;        
    end
end
always @(posedge clk_scl or negedge rst_n_scl) begin
    if(!rst_n_scl) begin
        scl_o_data_r  <= 8'b0;        
    end
    else if(!scl_cfg_mode) begin
        scl_o_data_r <= in_data_r5;        
    end
    else begin   
        if(dff2_r<0) begin
            scl_o_data_r <= 8'b0;
        end
        else if(dff2_r>130560) begin
            scl_o_data_r <= 255;
        end
        else begin
            scl_o_data_r <= dff2_r >> 9;
        end
 end
 end
always @(posedge clk_scl or negedge rst_n_scl) begin
    if(!rst_n_scl) begin
        o_dff0 <= 0;
        o_dff1 <= 0;
        o_dff2 <= 0;
        o_dff3 <= 0;
        o_dff4 <= 0;
        o_dff5 <= 0;
    end
    else begin
        o_dff0  <= scl_i_data_en;
        o_dff1  <= o_dff0;
        o_dff2  <= o_dff1;
        o_dff3  <= o_dff2;
        o_dff4  <= o_dff3;
        o_dff5  <= o_dff4;
    end
end
endmodule
</file>
<file path="./run.sh">
#!/bin/bash
# OpenROAD 26Q1-2900-gdf79404cd8, Yosys 0.63+post, stock flow scripts
make -C /OpenROAD-flow-scripts/flow DESIGN_CONFIG=/design/flow/config.mk WORK_HOME=/design/flow/orfs finish
</file>
==> impl_metrics.yaml <==
# synthesis and place-and-route metrics
logic_synthesis:
  syn_area_sq_mm: 0.0779
  synth_cells: 8368
  ys.flop_type: "dfrtp_1"
  synth_warnings: 6
  synthTopCellsByCount: "inv_1 (1893), ha_1 (1071), fa_1 (971)"
  edf_count: 0
  async_reset_ff_share_pct: 100
  synth_seq_share_pct: 19.8
  yosys-top-cells-area: "fa_1 (25%), dfrtp_1 (20%), ha_1 (17%)"
  yosys-stat-area_sq_mm: 0.0779
  syn_area_per_cell_sq_um: 9.31
  top_cell_area_share_pct: 25.0
  numSynthFlops: 617
  yosys-stat-cells: 8368
  top_area_cell: "fa_1"
  synth_cell_types: 93
  synth_top_cell_by_count: "inv_1"
worst_setup_path:
  required_ps: 9860
  slowest_delay_ps: 780
  end_kind: "flop"
  critPathBufInv: 4
  critPathLaunchType: "flop"
  cp_max_fo: 89
  cp.depth: 17
  critPathSlowestCell: "fa_1"
  crit_chain: "buf_12, nand2_1, fa_1, inv_1, fa_1, fa_1, inv_1, fa_1, inv_1, ha_1, nand2_1, o21ai_0, nand2_1, o21ai_0, o2111ai_1, a211oi_1, o31ai_1"
  worst-r2r-cell-count: 17
  path_class: "flop to flop"
  crit_top_cell: "fa_1"
  path_delay_family: "adder cells"
  crit_arrival_ps: 7010
clocking:
  clock-sinks: 617
  ctsHoldBuffers: 0
  clk_pin_slew_worst_paths_ps: 60
  cts_root_buffer: "clkbuf_16"
  ctsResizeCount: 0
  htreeDepth: 3
  post-cts-setup-buffers: 0
  cts_tree: "built"
  insertion_delay_ps: 690
  clockBufferDepth: 3
  numCtsBuffers: 79
layout:
  layout-drive-gt1-share_pct: 3.44
  area_growth_syn_to_layout_pct: 8.16
  n_fill_cell: 18158
  finish.utilization_pct: 43.6
  finalNonFillerCells: 10958
power:
  leakage_nw: 44.1
  power_w: 0.0293
  powerDensity_mw_per_mm2: 348
  peakVddDrop_uv: 191
place:
  placed_cells: 10810
  gp_congestion: 0.936
  port-buffer-count: 55
  hpwl_mm: 157
die:
  chipHeight_um: 443
  pin_count: 60
  num_rows: 161
  dieArea_sq_mm: 0.196
  die_w_um: 443
  fp_util_pct: 40.4
  core_sq_mm: 0.193
timing:
  finalSetupViolCount: 0
  worst_slew_pin_slew_ps: 867
  final.min_clock_period_ps: 6450
  finalMaxSlewViolations: 0
  grt_setup_unrepaired: "no"
  period_used_pct: 69.3
  hold_viol: 0
  slew_headroom_pct: 41.8
  fmax_ghz: 0.155
  finClkSkew_ps: 28.3
  tns_ps: 0
routing:
  wl_per_cell_um: 17.5
  drt_iter0_markers: 2253
  routed_wl_mm: 192
  ant_nets: 0
  viasPerCell: 4.95
  vias: 54289
  drtPass1Iterations: 7
  drc: 0
run:
  max-cap-violations: 0
  openroad.warnings: 64
grt:
  antenna_found_initial: 9
  grt_start_max_net_pins: 120
  grt_pass1_vias: 56887
  overflow: 0
  grt_usage_pct: 21.3
  grt_first_pass_wirelength_mm: 312
status:
  status: "finished clean"
min_path:
  min_path_type: "flop to flop"
  whs_path_depth: 0
-- layer usage --
layer	vias up	track usage (%)	part of all wire, %
li1	26557	-	-
met1	26347	31.1	45
met2	1209	31.3	43
met3	176	8.81	10
met4	0	3.21	1.9
met5	-	0.0244	0
-- worst register-to-register path, cell delays in order, from the launching register on --
cell       delay [ps]
dfrtp_4           720
buf_12            430
nand2_1           440
fa_1              780
inv_1             280
fa_1              520
fa_1              550
inv_1              50
fa_1              480
inv_1              40
ha_1              350
nand2_1            60
o21ai_0           320
nand2_1           160
o21ai_0           340
o2111ai_1         160
a211oi_1          490
o31ai_1           130
-- area by class of cell --
| type | count | area (sq um) | share of cell area, % |
|---|---|---|---|
| multi-input cells | 5652 | 54600 | 64.8 |
| inverters | 1894 | 7110 | 8.44 |
| well taps | 2526 | 3160 | 3.75 |
| diodes | 4 | 10.0 | 0.0119 |
| clock buffers | 102 | 2220 | 2.64 |
| clock inverters | 42 | 569 | 0.676 |
| repair buffers | 121 | 1100 | 1.31 |
| flip-flops and latches | 617 | 15500 | 18.4 |
-- cells by family after synthesis --
logic type	after synthesis	synth area share, %
AOI/OAI and AO/OA	1258	10.6
xor gates and xnor gates	454	5.11
adders and majority gates	2050	42.3
and+or+nand+nor	1874	11.9
muxes	13	0.169
buffers and inverters	2100	10.1
DFF	617	19.8
other	2	0.00964
-- stage by stage --
step | cell area [sq um] | setup WS, ps | hold slack (ps)
after floorplan | 77900 | 3600 | 331
after detailed placement | 81400 | 2900 | 335
after CTS | 84200 | 2850 | 338
final | 84200 | 2850 | 339
after global placement | 81400 | 2880 | 331
after global routing | 84200 | 2470 | 343
-- worst paths after layout --
check	start	end	slack (ps)
max	hscaler_g.coef_3[9]$_DFF_PN0_	hscaler_b.dff_r0[19]$_DFF_PN0_	2850
min	hscaler_r.in_data_r4[6]$_DFF_PN0_	hscaler_r.in_data_r5[6]$_DFF_PN0_	340
max reg2reg	hscaler_g.coef_3[9]$_DFF_PN0_	hscaler_b.dff_r0[19]$_DFF_PN0_	2850
min reg2reg	hscaler_r.in_data_r4[6]$_DFF_PN0_	hscaler_r.in_data_r5[6]$_DFF_PN0_	340
max in group asynchronous	rst_n_scl	hscaler_r.dff1_r1[17]$_DFF_PN0_	6370
min in group asynchronous	rst_n_scl	hscaler_g.in_data_r2[2]$_DFF_PN0_	1150
-- state kept, by name, indices dropped and copies added, names as in the netlist, 22 cells and up --
signal	cells
hscaler_b.dff1_r1	22
hscaler_b.dff2_r	23
hscaler_b.dff1_r0	22
hscaler_r.dff1_r1	22
hscaler_r.dff1_r0	22
hscaler_r.dff2_r	23
hscaler_g.dff1_r0	22
hscaler_g.dff1_r1	22
hscaler_g.dff2_r	23
-- placed cells by master (no fill, tap or decap), drive strengths merged, types with 54 or more instances in the layout --
master	count
xnor2	294
clkbuf	102
fa	971
a211oi	66
clkdlybuf4s50	54
nor2b	72
nand2	582
dfrtp	617
nand3	87
nor3	106
a21oi	363
buf	67
xor2	160
nand2b	63
and2	445
ha	1071
o21ai	234
nor2	339
o21a	70
inv	1901
a21o	154
-- report_power, final --
group / switching (W) / internal [W] / total (W) / leakage, nW
logic: 0.0127 / 0.00905 / 0.0218 / 35.5
clock network: 0.00131 / 0.00196 / 0.00327 / 1.33
registers: 0.000490 / 0.00377 / 0.00426 / 7.27
Power figures rest on the tool's default switching activity, not on a simulated workload.
