==> ./design.v <==
module hscaler (rst_n_scl,clk_scl,en_ff0,en_ff1,en_ff2,en_ff3,scl_i_data_r,scl_i_data_g,scl_i_data_b,scl_cfg_mode,
scl_cfg_flt,scl_o_data_r,scl_o_data_g,scl_o_data_b);
input en_ff0,en_ff1,en_ff2,en_ff3;
input rst_n_scl,clk_scl;
input scl_cfg_mode; 
input [1:0] scl_cfg_flt;
input[7:0]scl_i_data_r;
input[7:0]scl_i_data_g;
input[7:0]scl_i_data_b;
output[7:0]scl_o_data_r;
output[7:0]scl_o_data_g;
output[7:0]scl_o_data_b;
reg[7:0]scl_o_data_r;
reg[7:0]scl_o_data_g;
reg[7:0]scl_o_data_b;
reg [7:0] data_in_r_0,data_in_r_1,data_in_r_2,data_in_r_3,data_in_r_4,data_in_r_5;
reg [7:0] data_in_g_0,data_in_g_1,data_in_g_2,data_in_g_3,data_in_g_4,data_in_g_5;
reg [7:0] data_in_b_0,data_in_b_1,data_in_b_2,data_in_b_3,data_in_b_4,data_in_b_5;
always @(posedge clk_scl or negedge rst_n_scl) 
begin
    if(!rst_n_scl) 
	begin
        data_in_r_0  <= 8'b0;
        data_in_r_1  <= 8'b0;
        data_in_r_2  <= 8'b0;
        data_in_r_3  <= 8'b0;
        data_in_r_4  <= 8'b0;
        data_in_r_5  <= 8'b0;
    end
    else 
	begin
        data_in_r_0  <= scl_i_data_r;
        data_in_r_1  <= data_in_r_0;
        data_in_r_2  <= data_in_r_1;
        data_in_r_3  <= data_in_r_2;
        data_in_r_4  <= data_in_r_3;
        data_in_r_5  <= data_in_r_4;
    end
end
always @(posedge clk_scl or negedge rst_n_scl) 
begin
    if(!rst_n_scl) 
	begin
        data_in_g_0  <= 8'b0;
        data_in_g_1  <= 8'b0;
        data_in_g_2  <= 8'b0;
        data_in_g_3  <= 8'b0;
        data_in_g_4  <= 8'b0;
        data_in_g_5  <= 8'b0;
    end
    else 
	begin
        data_in_g_0  <= scl_i_data_g;
        data_in_g_1  <= data_in_g_0;
        data_in_g_2  <= data_in_g_1;
        data_in_g_3  <= data_in_g_2;
        data_in_g_4  <= data_in_g_3;
        data_in_g_5  <= data_in_g_4;
    end
end
always @(posedge clk_scl or negedge rst_n_scl) 
begin
    if(!rst_n_scl) 
	begin
        data_in_b_0  <= 8'b0;
        data_in_b_1  <= 8'b0;
        data_in_b_2  <= 8'b0;
        data_in_b_3  <= 8'b0;
        data_in_b_4  <= 8'b0;
        data_in_b_5  <= 8'b0;
    end
    else 
	begin
        data_in_b_0  <= scl_i_data_b;
        data_in_b_1  <= data_in_b_0;
        data_in_b_2  <= data_in_b_1;
        data_in_b_3  <= data_in_b_2;
        data_in_b_4  <= data_in_b_3;
        data_in_b_5  <= data_in_b_4;
    end
end
reg signed [10:0] coef_0,coef_1,coef_2,coef_3;
always @(posedge clk_scl or negedge rst_n_scl) 
begin 
 if (!rst_n_scl)
   begin
      coef_0 <= 0;
			coef_1 <= 0;
			coef_2 <= 0;
			coef_3 <= 0;
		end
  else 
  begin
  case(scl_cfg_flt)
    2'd0:begin 
		  coef_0 <= -3;
			coef_1 <= 498;
			coef_2 <= 18;
			coef_3 <= -1;
			end 
	  2'd1: begin 
		  coef_0 <= -38;
			coef_1 <= 376;
			coef_2 <= 202;
			coef_3 <= -28;
			end 
	  2'd2: begin
		  coef_0 <= -28;
			coef_1 <= 202;
			coef_2 <= 376;
			coef_3 <= -38;
			end
	  2'd3: begin
		  coef_0 <= -1;
			coef_1 <= 18;
			coef_2 <= 498;
			coef_3 <= -3;
			end
	default:begin
	    coef_0 <= 0;
			coef_1 <= 512;
			coef_2 <= 0;
			coef_3 <= 0;
			end
   endcase
  end
end 
wire signed [8:0] itmp_r_0,itmp_r_1,itmp_r_2,itmp_r_3;
wire signed [8:0] itmp_g_0,itmp_g_1,itmp_g_2,itmp_g_3;
wire signed [8:0] itmp_b_0,itmp_b_1,itmp_b_2,itmp_b_3;
reg signed [20:0] ff_r_0,ff_r_1,ff_r_2,ff_r_3;
reg signed [20:0] ff_g_0,ff_g_1,ff_g_2,ff_g_3;
reg signed [20:0] ff_b_0,ff_b_1,ff_b_2,ff_b_3;
assign itmp_r_0 = {1'b0,data_in_r_0};
assign itmp_r_1 = {1'b0,data_in_r_1};
assign itmp_r_2 = {1'b0,data_in_r_2};
assign itmp_r_3 = {1'b0,data_in_r_3};
assign itmp_g_0 = {1'b0,data_in_g_0};
assign itmp_g_1 = {1'b0,data_in_g_0};
assign itmp_g_2 = {1'b0,data_in_g_0};
assign itmp_g_3 = {1'b0,data_in_g_0};
assign itmp_b_0 = {1'b0,data_in_b_0};
assign itmp_b_1 = {1'b0,data_in_b_0};
assign itmp_b_2 = {1'b0,data_in_b_0};
assign itmp_b_3 = {1'b0,data_in_b_0};
always @(posedge clk_scl or negedge rst_n_scl) 
begin
    if(!rst_n_scl) 
	begin
        ff_r_0  <= 0;
        ff_r_1  <= 0;
        ff_r_2  <= 0;
        ff_r_3  <= 0;
        ff_g_0  <= 0;
        ff_g_1  <= 0;
        ff_g_2  <= 0;
        ff_g_3  <= 0;
        ff_b_0  <= 0;
        ff_b_1  <= 0;
        ff_b_2  <= 0;
        ff_b_3  <= 0;
    end
    else if(en_ff2==1 && en_ff3==0)  
	    begin
        ff_r_0  <= itmp_r_0*coef_3;
        ff_r_1  <= itmp_r_1*coef_2;
        ff_r_2  <= itmp_r_2*coef_1;
        ff_r_3  <= itmp_r_2*coef_0;
        ff_g_0  <= itmp_g_0*coef_3;
        ff_g_1  <= itmp_g_1*coef_2;
        ff_g_2  <= itmp_g_2*coef_1;
        ff_g_3  <= itmp_g_2*coef_0;
        ff_b_0  <= itmp_b_0*coef_3;
        ff_b_1  <= itmp_b_1*coef_2;
        ff_b_2  <= itmp_b_2*coef_1;
        ff_b_3  <= itmp_b_2*coef_0;
    end
    else if(en_ff0==0 && en_ff1==1)  
	    begin
        ff_r_0  <= itmp_r_1*coef_3;
        ff_r_1  <= itmp_r_1*coef_2;
        ff_r_2  <= itmp_r_2*coef_1;
        ff_r_3  <= itmp_r_3*coef_0;
        ff_g_0  <= itmp_g_1*coef_3;
        ff_g_1  <= itmp_g_1*coef_2;
        ff_g_2  <= itmp_g_2*coef_1;
        ff_g_3  <= itmp_g_3*coef_0;
        ff_b_0  <= itmp_b_1*coef_3;
        ff_b_1  <= itmp_b_1*coef_2;
        ff_b_2  <= itmp_b_2*coef_1;
        ff_b_3  <= itmp_b_3*coef_0;
        end
    else if(en_ff1==0 && en_ff2==1)  
	    begin
        ff_r_0  <= itmp_r_2*coef_3;
        ff_r_1  <= itmp_r_2*coef_2;
        ff_r_2  <= itmp_r_2*coef_1;
        ff_r_3  <= itmp_r_3*coef_0;
        ff_g_0  <= itmp_g_2*coef_3;
        ff_g_1  <= itmp_g_2*coef_2;
        ff_g_2  <= itmp_g_2*coef_1;
        ff_g_3  <= itmp_g_3*coef_0;
        ff_b_0  <= itmp_b_2*coef_3;
        ff_b_1  <= itmp_b_2*coef_2;
        ff_b_2  <= itmp_b_2*coef_1;
        ff_b_3  <= itmp_b_3*coef_0;
       end
	    else
        begin
        ff_r_0  <= itmp_r_0*coef_3;
        ff_r_1  <= itmp_r_1*coef_2;
        ff_r_2  <= itmp_r_2*coef_1;
        ff_r_3  <= itmp_r_3*coef_0;
        ff_g_0  <= itmp_g_0*coef_3;
        ff_g_1  <= itmp_g_1*coef_2;
        ff_g_2  <= itmp_g_2*coef_1;
        ff_g_3  <= itmp_g_3*coef_0;
        ff_b_0  <= itmp_b_0*coef_3;
        ff_b_1  <= itmp_b_1*coef_2;
        ff_b_2  <= itmp_b_2*coef_1;
        ff_b_3  <= itmp_b_3*coef_0;
        end
end
reg signed [21:0] ff1_r_0,ff1_r_1;
reg signed [21:0] ff1_g_0,ff1_g_1;
reg signed [21:0] ff1_b_0,ff1_b_1;
always @(posedge clk_scl or negedge rst_n_scl) 
begin
    if(!rst_n_scl) 
	begin
        ff1_r_0  <= 0;
        ff1_r_1  <= 0;
        ff1_g_0  <= 0;
        ff1_g_1  <= 0;
        ff1_b_0  <= 0;
        ff1_b_1  <= 0;
    end
    else 
	begin
        ff1_r_0  <= ff_r_0+ff_r_1;
        ff1_r_1  <= ff_r_2+ff_r_3;
        ff1_g_0  <= ff_g_0+ff_g_1;
        ff1_g_1  <= ff_g_2+ff_g_3;
        ff1_b_0  <= ff_b_0+ff_b_1;
        ff1_b_1  <= ff_b_2+ff_b_3;
    end
end
reg signed [22:0] ff2_r;
reg signed [22:0] ff2_g;
reg signed [22:0] ff2_b;
always @(posedge clk_scl or negedge rst_n_scl) 
begin
    if(!rst_n_scl) 
	begin
        ff2_r <= 0;
        ff2_g <= 0;
        ff2_b <= 0;
    end
    else 
	begin
        ff2_r <= ff1_r_0+ff1_r_1;
        ff2_g <= ff1_g_0+ff1_g_1;
        ff2_b <= ff1_b_0+ff1_b_1;
    end
end
always @(posedge clk_scl or negedge rst_n_scl) 
begin
    if(!rst_n_scl) 
	begin
        scl_o_data_r  <= 8'b0;
        scl_o_data_g  <= 8'b0;
        scl_o_data_b  <= 8'b0;
    end
    else if(scl_cfg_mode==0) 
	begin
        scl_o_data_r <= data_in_r_5;
        scl_o_data_g <= data_in_g_5;
        scl_o_data_b <= data_in_b_5;
    end
    else 
	begin
        if(ff2_r<0) 
		begin
            scl_o_data_r <= 0;
        end
        else if(ff2_r>130560) 
		begin
            scl_o_data_r <= 255;
        end
        else begin
            scl_o_data_r <= ff2_r[16:9];
        end
        if(ff2_g<0) begin
            scl_o_data_g <= 0;
        end
        else if(ff2_g>130560) 
		begin
            scl_o_data_g <= 255;
        end
        else begin
            scl_o_data_g <= ff2_g[16:9];
        end
        if(ff2_b<0) begin
            scl_o_data_b <= 0;
        end
        else if(ff2_b>130560) 
		begin
            scl_o_data_b <= 255;
        end
        else begin
            scl_o_data_b <= ff2_b[16:9];
        end
    end
end
endmodule
==> ./run.sh <==
#!/bin/bash
# OpenROAD 26Q1-2900-gdf79404cd8, Yosys 0.63+post, stock flow scripts
make -C /OpenROAD-flow-scripts/flow DESIGN_CONFIG=/design/flow/config.mk WORK_HOME=/design/flow/orfs finish
==> ./config.mk <==
export PLATFORM = sky130hd
export DESIGN_NAME = hscaler
export DESIGN_NICKNAME = hscaler
export VERILOG_FILES = /design/flow/design.v
export SDC_FILE = /design/flow/constraint.sdc
export NUM_CORES = 4
export LEC_CHECK = 1
export CORE_UTILIZATION = 40
==> ./constraint.sdc <==
current_design hscaler

set clk_period 9.4
set clk_io_pct 0.2

create_clock -name clk0 -period $clk_period [get_ports {clk_scl}]

set non_clock_inputs [all_inputs -no_clocks]
set_input_delay [expr $clk_period * $clk_io_pct] -clock clk0 $non_clock_inputs
set_output_delay [expr $clk_period * $clk_io_pct] -clock clk0 [all_outputs]
==> results_tabular.tex <==
% Table of physical implementation metrics
\begin{tabular}{lr}
\hline
Metric & Value \\
\hline
\multicolumn{2}{l}{\textbf{Timing}} \\
\quad Actual slew at the worst max-slew pin & 0.972 ns \\
\quad Worst-case clock skew & 0.0340 ns \\
\quad Post-route minimum period & 6.10 ns \\
\quad Maximum clock frequency & 164 MHz \\
\quad Unrepaired setup endpoints after global routing & no \\
\quad Final setup violating endpoints & 0 \\
\quad Setup TNS & 0 ns \\
\quad Final max-slew violation count & 0 \\
\quad Tightest slew margin relative to the limit & 33.5\% \\
\quad Period utilization & 64.9\% \\
\quad Hold Violations, Final & 0 \\
\quad Worst-case hold slack & 0.325 ns \\
\multicolumn{2}{l}{\textbf{Placement}} \\
\quad PortBufs & 56 \\
\quad Routability congestion estimate from global placement & 0.971 \\
\quad Area of placed instances & 59,800 um2 \\
\quad Half-perimeter wire length of the detailed placement result & 107,000 um \\
\multicolumn{2}{l}{\textbf{Routing}} \\
\quad Routed vias/inst & 4.85 \\
\quad Sum of routed wire length over all layers & 132,000 um \\
\quad WL per Instance & 17.0 um \\
\quad Drc violations & 0 \\
\quad Remaining number of nets flagged by the antenna check after routing & 0 \\
\quad Violation tally from detailed-route iteration zero & 1,669 \\
\quad Detailed-router iteration count before antenna repair & 5 \\
\quad Via count & 37,700 \\
\multicolumn{2}{l}{\textbf{CTS}} \\
\quad Number of H-tree branching levels & 3 \\
\quad Num CTS Buffers & 71 \\
\quad Number of instances resized during post-cts repair & 0 \\
\quad Clock tree from TritonCTS & built \\
\quad Count of hold-fix buffers inserted at cts & 0 \\
\quad Root buf cell & sky130\_fd\_sc\_hd\_\_clkbuf\_16 \\
\quad CTS sink cnt & 598 \\
\quad Post-CTS Repair Setup Buffers & 0 \\
\quad Clk Latency, worst-skew pair & 0.68 ns \\
\quad Worst-case clock buffer depth & 3 \\
\quad Clock edge transition at the registers on the reported setup and hold paths & 0.06 ns \\
\multicolumn{2}{l}{\textbf{Global route}} \\
\quad Largest net degree at the start of global routing & 135 \\
\quad Via count of the first global-routing pass & 39,400 \\
\quad Wire length of the first global-routing pass & 215,000 um \\
\quad Initial antenna violation count & 6 \\
\quad Combined global-route utilization of all metal layers & 20.3\% \\
\quad Overflow left after global routing & 0 \\
\multicolumn{2}{l}{\textbf{Floorplan}} \\
\quad Die area & 144,000 um2 \\
\quad Placement row count & 138 \\
\quad Core box area & 141,000 um2 \\
\quad I/O pins & 57 \\
\quad DIE HEIGHT & 379 um \\
\quad Effective utilization at floorplan & 40.3\% \\
\quad Chip width & 379 um \\
\multicolumn{2}{l}{\textbf{Synthesis}} \\
\quad \# Cells Yosys & 5,759 \\
\quad Proportion of register bits with asynchronous set or reset after synthesis & 100\% \\
\quad Part of the Yosys area used for sequential elements & 26.3\% \\
\quad Chip area line of the yosys report & 56,900 um2 \\
\quad Unique cell type count in the Yosys netlist & 86 \\
\quad Mean instance size in the synthesized netlist & 9.89 um2 \\
\quad Synth warn & 1 \\
\quad Summed instance area of the synthesized netlist & 56,900 um2 \\
\quad Post-synth tally of flip-flops with integrated enable & 0 \\
\quad Post-Synthesis Cells & 5,759 \\
\quad Number of storage elements in the synthesis netlist & 598 \\
\quad Primary FF master, synth & sky130\_fd\_sc\_hd\_\_dfrtp\_1 \\
\multicolumn{2}{l}{\textbf{Hold path}} \\
\quad Hold wc startpoint & data\_in\_g\_1[2] \\
\quad Class of the most critical hold timing path & flip-flop to flip-flop \\
\multicolumn{2}{l}{\textbf{Critical path}} \\
\quad Worst flop-to-flop path startpoint & coef\_3[9] \\
\quad Stage delay of the slowest cell on the critical path & 0.78 ns \\
\quad Crit-path slowest cell & sky130\_fd\_sc\_hd\_\_dfrtp\_2 \\
\quad Crit path max fanout & 31 \\
\quad Buffer and inverter count on the worst path & 4 \\
\quad Crit-path cells & buf\_4 > nand2\_1 > fa\_1 > fa\_1 > inv\_1 > fa\_1 > inv\_1 > fa\_1 > inv\_1 > ha\_1 > or3b\_2 > nor2\_1 > o21ai\_0 > o211ai\_1 > a21oi\_1 > o21ai\_0 > nor2\_1 > o41ai\_1 \\
\quad Crit path max-delay family & adder cells \\
\quad Arrival @ worst endpoint & 6.65 ns \\
\quad Required time of the worst setup path & 9.95 ns \\
\quad Beginning of the critical path & coef\_3[9] \\
\quad CP dominant cell by count & sky130\_fd\_sc\_hd\_\_fa\_1 \\
\quad Crit path kind & flip-flop to flip-flop \\
\quad Kind of end point of the critical path & flip-flop \\
\quad CP Launch Type & flip-flop \\
\multicolumn{2}{l}{\textbf{Cells and area}} \\
\quad Final Cell Area & 62,300 um2 \\
\quad Fraction of layout instances using a drive strength above 1 & 3.66\% \\
\quad Synth-to-layout area growth & 9.41\% \\
\quad Total of fill cells in the finished design & 13,100 \\
\multicolumn{2}{l}{\textbf{Power and ir drop}} \\
\quad Total internal power & 0.0116 W \\
\quad Peak supply drop & 223 uV \\
\quad Part of the power in the clock network & 13.3\% \\
\quad Sequential power share & 19.1\% \\
\quad Comb power frac & 67.6\% \\
\quad Cell Pwr Density & 347 nW/um2 \\
\quad Sw Pwr & 0.00995 W \\
\quad Static leakage & 32.0 nW \\
\quad Switching power as a share of total power & 46.1\% \\
\multicolumn{2}{l}{\textbf{Run}} \\
\quad Max Cap Violations & 0 \\
\quad Number of warnings in the stage logs & 56 \\
\multicolumn{2}{l}{\textbf{Outcome}} \\
\quad Run status & complete, no violations \\
\hline
\end{tabular}
==> logic make-up after synthesis <==
kind of cell	after synthesis	synth area share (%)
other	1	0.00659
adder cells (fa/ha/maj)	1414	39.6
AND-OR/OR-AND	858	9.52
flip-flops	598	26.3
buffers and inverters	1367	9.02
AND/OR/NAND/NOR	1177	10.2
XOR/XNOR	316	4.86
multiplexers	28	0.545
==> power groups by stage <==
stage                 combinational [W]  clock, W  sequential [W]
after global routing             0.0167   0.00307         0.00422
final                            0.0146   0.00287         0.00412
after CTS                        0.0148   0.00296         0.00413
==> synth_stat cells, drive strengths merged, types with 13 or more instances <==
cell	n	area, um2
and2	259	1620
ha	766	9580
xor2	78	683
o21bai	28	210
nand3	44	220
a211oi	31	233
mux2	24	270
and3	17	106
inv	1263	4740
nor2	262	983
a21o	88	661
clkbuf	98	368
o21a	70	526
o21ai	200	1000
nand2b	59	369
a31oi	26	175
nand4	21	131
fa	646	12900
nor3	48	240
nand2	342	1280
o31ai	14	105
a21oi	267	1350
nor4	13	81.3
or3	20	125
a21boi	17	128
xnor2	238	2080
nor2b	57	357
o211ai	13	97.6
dfrtp	598	15000
==> layout make-up <==
type                            count  area (um2)  share of cell area [%]
Sequential cell                   598       15000                    24.0
Tap cell                         1890        2360                    3.80
Inverter                         1264        4740                    7.62
Timing Repair Buffer               93         868                    1.39
Clock buffer                       97        2020                    3.25
Clock inverter                     33         474                   0.761
Multi-Input combinational cell   3794       36800                    59.1
Antenna cell                        2        5.00                 0.00803
==> stage by stage <==
| step | power, W | cells | utilization [%] | setup WS (ns) |
|---|---|---|---|---|
| 2_1_floorplan | 0.0151 | 5759 | - | 4.12 |
| 3_3_place_gp | 0.0188 | 7639 | 42.3 | 3.41 |
| 3_5_place_dp | 0.0188 | 7639 | 42.3 | 3.31 |
| 4_1_cts | 0.0219 | 7769 | 44.0 | 3.29 |
| 5_1_grt | 0.0240 | 7769 | 44.0 | 2.84 |
| 6_report | 0.0216 | 7771 | 44.0 | 3.30 |
==> cells in the final DEF (no fill, tap or decap), types with 10 or more instances in the layout <==
master,count
sky130_fd_sc_hd__inv_1,1263
sky130_fd_sc_hd__ha_1,766
sky130_fd_sc_hd__fa_1,646
sky130_fd_sc_hd__dfrtp_1,593
sky130_fd_sc_hd__nand2_1,342
sky130_fd_sc_hd__a21oi_1,265
sky130_fd_sc_hd__nor2_1,262
sky130_fd_sc_hd__and2_1,259
sky130_fd_sc_hd__xnor2_1,238
sky130_fd_sc_hd__o21ai_0,176
sky130_fd_sc_hd__a21o_1,88
sky130_fd_sc_hd__xor2_1,78
sky130_fd_sc_hd__clkbuf_16,71
sky130_fd_sc_hd__o21a_1,70
sky130_fd_sc_hd__nand2b_1,59
sky130_fd_sc_hd__nor2b_1,56
sky130_fd_sc_hd__clkdlybuf4s50_1,55
sky130_fd_sc_hd__nor3_1,48
sky130_fd_sc_hd__nand3_1,44
sky130_fd_sc_hd__buf_4,35
sky130_fd_sc_hd__a211oi_1,31
sky130_fd_sc_hd__o21bai_1,28
sky130_fd_sc_hd__o21ai_1,24
sky130_fd_sc_hd__a31oi_1,24
sky130_fd_sc_hd__mux2_2,24
sky130_fd_sc_hd__nand4_1,21
sky130_fd_sc_hd__or3_1,20
sky130_fd_sc_hd__and3_1,17
sky130_fd_sc_hd__clkbuf_8,15
sky130_fd_sc_hd__o31ai_1,14
sky130_fd_sc_hd__o211ai_1,13
sky130_fd_sc_hd__nor4_1,13
sky130_fd_sc_hd__a21boi_0,11
sky130_fd_sc_hd__clkbuf_1,11
sky130_fd_sc_hd__a211o_1,10
sky130_fd_sc_hd__o22ai_1,10
==> worst paths after layout <==
path                       depth (start not counted)  slack (ns)        endpoint
hold reg to reg                                    0        0.33  data_in_g_2[2]
min in group asynchronous                          1        1.18  data_in_r_1[2]
setup / recovery                                  18        3.30      ff_r_0[19]
hold / removal                                     0        0.33  data_in_g_2[2]
max in group asynchronous                          4        6.11      ff1_g_1[0]
setup reg to reg                                  18        3.30      ff_r_0[19]
==> metal layers <==
metal  global-route usage [%]  vias up  wire length (um)
li1                         -    18400                 -
met1                     29.2    18400             58100
met2                     31.3      807             60600
met3                     6.70      148             10100
met4                     3.83        6              3020
met5                        0        -                41
==> registers in the layout, summed over array words and instances, names as in the netlist, 19 cells and up <==
register  flops
ff1_g_1      21
ff_b_3       20
ff1_r_1      22
ff2_r        23
ff1_g_0      20
ff_g_0       19
ff1_r_0      22
ff2_g        22
ff_r_3       20
ff_r_0       20
ff1_b_0      20
ff1_b_1      21
ff_g_3       20
ff2_b        22
ff_b_0       19
No activity file was given, so power comes from the tool's default toggle rates.
