==> design/flow/design.v <==
module en_out(clk,rst,scl_i_data_en,scl_cfg_mode,scl_cfg_rsz,scl_o_data_en,en_ff0,en_ff1,en_ff2,en_ff3);
input clk,rst;
input scl_i_data_en,scl_cfg_mode,scl_cfg_rsz;
output scl_o_data_en;
reg scl_o_data_en;
reg [1:0]q;
output en_ff0,en_ff1,en_ff2,en_ff3; 
reg en_ff0,en_ff1,en_ff2,en_ff3,en_ff4,en_ff5;
always @(posedge clk or negedge rst) 
begin
    if(!rst) 
	begin
        en_ff0 <= 0;
        en_ff1 <= 0;
        en_ff2 <= 0;
        en_ff3 <= 0;
        en_ff4 <= 0;
        en_ff5 <= 0;
    end
    else 
	begin
        en_ff0  <= scl_i_data_en;
        en_ff1  <= en_ff0;
        en_ff2  <= en_ff1;
        en_ff3  <= en_ff2;
        en_ff4  <= en_ff3;
        en_ff5  <= en_ff4;
    end
end
always @(posedge clk or negedge rst) 
begin
    if(!rst) 
	begin
        q <= 2'b0;
    end
    else if(en_ff5==1) 
	begin
        q <= q+2'b1;
    end
    else 
	begin
        q <= 0;
    end
end
always @(posedge clk or negedge rst) 
begin
    if(!rst) 
	begin
        scl_o_data_en <= 0;
    end
    else if(scl_cfg_mode==0) 
	begin
        scl_o_data_en <= en_ff5; 
    end
    else if(scl_cfg_rsz==0 && (q==0 || q==2)) 
	begin
        scl_o_data_en <= en_ff5; 
    end
    else if(scl_cfg_rsz==1 && q==0) 
	begin
        scl_o_data_en <= en_ff5; 
    end
    else begin
        scl_o_data_en <= 0;
    end
end
endmodule
==> design/flow/run.sh <==
#!/bin/bash
# OpenROAD 26Q1-2900-gdf79404cd8, Yosys 0.63+post, stock flow scripts
make -C /OpenROAD-flow-scripts/flow DESIGN_CONFIG=/design/flow/config.mk WORK_HOME=/design/flow/orfs finish
==> design/flow/config.mk <==
export PLATFORM = sky130hd
export DESIGN_NAME = en_out
export DESIGN_NICKNAME = en_out
export VERILOG_FILES = /design/flow/design.v
export SDC_FILE = /design/flow/constraint.sdc
export NUM_CORES = 4
export LEC_CHECK = 1
export CORE_AREA = 10 10 70 70
export DIE_AREA = 0 0 80 80
==> design/flow/constraint.sdc <==
current_design en_out

set clk_period 1.0
set clk_io_pct 0.2

create_clock -name clk0 -period $clk_period [get_ports {clk}]

set non_clock_inputs [all_inputs -no_clocks]
set_input_delay [expr $clk_period * $clk_io_pct] -clock clk0 $non_clock_inputs
set_output_delay [expr $clk_period * $clk_io_pct] -clock clk0 [all_outputs]
==> results_slide.txt <==
Run Summary

Timing
  • Slew HR: 74.6%
  • Period minus WS final: 1020 ps
  • Final setup violation count: 1
  • Fin crit share: 102%
  • Setup_tns: -21.3 ps
  • Worst hold slack: between 200 and 250 ps
  • Fin worst setup slack: -21.3 ps
  • Worst clock skew: ~1.4 ps
  • Unrepaired setup endpoints after global routing: yes
  • Measured slew at the worst slew-check pin: 380 ps
  • Final Hold Fails: 0
  • Final Max Slew Viols: 0
  • Achievable Freq: between 0.9 and 1 GHz

Worst setup path
  • Top delay family on crit path: flip-flops
  • CP required: 1140 ps
  • Worst R2R End: scl_o_data_en
  • Crit. End Element: register
  • CP Launch Type: register
  • CP max-delay cell: dfrtp_1
  • Crit-path cells: ha_4 -> nor2b_4 -> o31a_1
  • Critical-path maximum fanout: 2
  • FF-to-FF Start: q[1]
  • Critical path type: register to register
  • CP bufs+invs: 0
  • R2r setup slk: -20 ps
  • Slowest stage delay, CP: between 400 and 500 ps
  • Arr. time, crit path: between 1000 and 1500 ps
  • Reg2Reg Depth: 3

Clock tree
  • Clock transition at path regs: about 60 ps
  • Clock latency on the worst-skew pair: 250 ps
  • Hold buffers post-CTS: 0
  • CTS Buffer Depth: 2
  • TritonCTS clock tree: built
  • Sink Count: 9
  • Total CTS buffers: 3
  • H-tree depth: 1
  • Clk root buf: clkbuf_4

Logic synthesis
  • YS warnings: 1
  • Syn Area/Cell: between 15 and 20 sq um
  • Mapped Cells: 18
  • Commonest cells in the netlist: dfrtp_1 (9), inv_1 (3), ha_1 (2), nor2b_1 (2)
  • Synthesis area per yosys: 289 sq um
  • Biggest area cells: dfrtp_1 (78%), ha_1 (8.7%), nor2b_1 (4.3%), inv_1 (3.9%), o31a_1 (3.0%)
  • #FFs+latches synth: 9
  • Post-synth EDFFs: 0
  • Dominant cell type by area after synthesis: dfrtp_1
  • Synthesized area: ~290 sq um
  • Top cell type's share of synthesized area: 77.9%
  • Yosys stat cell total: 18
  • Post-synth seq share: between 70% and 80%
  • Count of cell types in the netlist: 6
  • Async SR Flop Fraction: 100%
  • Dominant cell by count in the synthesized netlist: dfrtp_1
  • Top_reg_cell synth: dfrtp_1

Place
  • Dpl cell area: approximately 440 sq um
  • Post-detail-place hpwl: between 400 and 500 microns
  • Placed cell count: ~73
  • IO Port Bufs: 9
  • GPL Wtd Cong: approximately 0.64
  • Setup WS pre-CTS: -79.0 ps

Pwr
  • Power Density: 1570 nW/um^2
  • Leakage: roughly 0.2 nW
  • Max IR drop VDD: 0.572 mV
  • Overall Power: about 0.73 mW

Outcome
  • Outcome: finished with violations
  • Violated checks: negative setup slack

Floorplanning
  • Rows: 21
  • Chip Width: around 80 microns
  • CORE AREA: 3420 sq um
  • Initial Util: about 8.5%
  • # IOs: 10
  • Die area: roughly 6400 sq um
  • Die Y-Extent: approximately 80 microns

GRT
  • Gr usage total: under 10%
  • First-pass GRT wire length: around 920 microns
  • Largest net degree at the start of global routing: 10
  • Vias in the first global route: around 200
  • Grt ovf: 0
  • Initial antenna violation count: 0

Drt
  • WL/cell: 7.03 microns
  • Drc violations: 0
  • Antenna-violating nets left: 0
  • DRT Pass-1 Iters: 2
  • Ant diodes: 0
  • First DRT Iteration DRCs: 2
  • Routed vias: around 180
  • Vias per Instance: 2.24
  • Final wirelength: 548 microns

Cells and area
  • Util after Layout: 13.6%
  • Finished Layout Cells: approximately 78
  • Final instance area: between 400 and 500 sq um
  • Layout cells sized above 1: 37.5%
  • Area delta synth->final: 61.0%

Hold path
  • Worst hold path type: input pin to asynchronous set/reset pin

Run
  • Log Warnings: 28
  • Max-cap viol count: 0
-- kinds of logic (layout without fill, tap and decap cells) --
family | after synthesis | count (layout) | share of synthesized area [%]
flip-flops | 9 | 9 | 77.9
adder cells (fa/ha/maj) | 2 | 2 | 8.66
AND/OR/NAND/NOR | 3 | 3 | 6.49
AND-OR/OR-AND | 1 | 1 | 3.03
buffers and inverters | 3 | 17 | 3.90
-- layout make-up --
type | instances | area (sq um)
repair buffers | 10 | 72.6
well taps | 46 | 57.6
flip-flops and latches | 9 | 225
fillers | 403 | 2950
inverters | 3 | 11.3
clock buffers | 4 | 26.3
multi-input cells | 6 | 72.6
-- sequential cells by signal, summed over array words and instances, names as in the netlist --
signal         count
en_ff3             1
en_ff4             1
en_ff2             1
scl_o_data_en      1
q                  2
en_ff5             1
en_ff1             1
en_ff0             1
-- worst max-delay path by stage --
stage     startpoint             to  slack, ps  cells after the start
4_1_cts         q[0]  scl_o_data_en        -30                      4
5_1_grt         q[1]  scl_o_data_en        -50                      3
6_report        q[1]  scl_o_data_en        -20                      3
-- metal layers --
metal	up-vias	part of all wire (%)	global-route usage [%]
li1	81	-	-
met1	81	43	2.17
met2	13	30	1.93
met3	0	27	2.95
met4	0	0	0.176
met5	-	0	0
-- layout by cell type (no fill, tap or decap) --
cell type        synthesis  routed
clkbuf_2                 0       1
nor2b_1                  2       1
ha_1                     2       1
inv_2                    0       1
dfrtp_1                  9       9
o31a_1                   1       1
and2_1                   1       1
nor2b_4                  0       1
buf_4                    0       1
clkbuf_4                 0       3
inv_1                    3       2
buf_2                    0       4
clkdlybuf4s50_1          0       4
clkbuf_1                 0       1
ha_4                     0       1
-- power by group --
group,internal [mW],switching (mW),total (mW)
registers,0.387,0.0133,0.400
clock network,0.153,0.114,0.267
logic,0.0398,0.0232,0.0630
total,0.580,0.151,0.731
-- repair_timing --
action | CTS | global route
setup buffers | 1 | 0
endpoints found under the setup margin | 6 | 4
resized | 16 | 4
pin swaps | 0 | 1
No activity file was given, so power comes from the tool's default toggle rates.
